## /design/flow/config.mk

```make
export PLATFORM = sky130hd
export DESIGN_NAME = bram
export DESIGN_NICKNAME = bram
export VERILOG_FILES = /design/flow/design.v
export SDC_FILE = /design/flow/constraint.sdc
export NUM_CORES = 4
export LEC_CHECK = 1
export CORE_UTILIZATION = 50
```

## /design/flow/constraint.sdc

```tcl
current_design bram

set clk_period 20.9
set clk_io_pct 0.2

create_clock -name clk0 -period $clk_period [get_ports {i_clk}]

set non_clock_inputs [all_inputs -no_clocks]
set_input_delay [expr $clk_period * $clk_io_pct] -clock clk0 $non_clock_inputs
set_output_delay [expr $clk_period * $clk_io_pct] -clock clk0 [all_outputs]
```

## /design/flow/design.v

```verilog
`default_nettype none
module bram #(
    parameter DATA_SZ       = 16,                        
    parameter ADDR_SZ       = 8,                         
    parameter MEM_MAX       = (1<<ADDR_SZ)               
) (
    input                   i_clk,                       
    input                   i_wr_en,                     
    input     [ADDR_SZ-1:0] i_waddr,                     
    input     [DATA_SZ-1:0] i_wdata,                     
    input                   i_rd_en,                     
    input     [ADDR_SZ-1:0] i_raddr,                     
    output reg [DATA_SZ-1:0] o_rdata                     
);
    reg [DATA_SZ-1:0] mem [0:MEM_MAX-1];
    always @(posedge i_clk) begin
        if (i_wr_en) begin
            mem[i_waddr] <= i_wdata;
        end
        o_rdata <= mem[i_raddr];
    end
endmodule
```

## /design/flow/run.sh

```bash
#!/bin/bash
# OpenROAD 26Q1-2900-gdf79404cd8, Yosys 0.63+post, stock flow scripts
make -C /OpenROAD-flow-scripts/flow DESIGN_CONFIG=/design/flow/config.mk WORK_HOME=/design/flow/orfs finish
```

==> summary.txt <==
The run has ended; figures from its reports follow.

The flow ran to the end, and the final reports show no timing, DRC or antenna violations. STA classifies the critical path endpoint as a flop. In the layout the commonest cells are edfxtp_1 (4,096), mux4_2 (797), mux2i_1 (565). The number of buffers inserted for hold repair after clock tree synthesis came out at 0. The cell sitting at the root of the clock tree is a clkbuf_16.

For the worst setup path, the data required time is roughly 22 ns. The synthesized instance count is around 7,400. For reference, the post-synthesis area per instance comes to 21.56 um2. According to the floorplan log, the row count is between 200 and 250. The share of synthesized area in the top cell type comes to 77.50%. Looking at the critical path, the highest net fanout was 58.

The mean routed wirelength per cell is around 33 um. The most common cell after layout, fill and taps aside is edfxtp_1. Per the detail_route report, vias per standard cell equal 6.177. The ratio of cells with drive above 1 in the final layout came out at 26.01%.

Per the synth stats, the proportion of register bits with asynchronous set or reset is 0%. Once detail routing completed, the nets flagged for antenna violations numbered 0. The number of iterations in the first detailed-routing pass is 6.

The number of antenna violations at the first check in global routing came out at 15. The half-perimeter wire length of the detailed placement result is around 240,000 um. The tally of max-capacitance violations came out at 0.

The commonest register cell is edfxtp_1. The timing report gives the clock slew at the launch and capture registers of the worst setup and hold paths as ~0.060 ns. The y dimension of the die came out at 565.4 um. The main area contributors are edfxtp_1 (77%), mux4_2 (11%), mux2i_1 (3.6%). Entering global routing, the biggest net connects 106 pins. The cell total in the yosys stat output is 7,360.

Derived from the worst setup path, the maximum achievable clock frequency is 0.1033 GHz. The setup TNS after final layout is 0 ns. For this block, the routed nets add up to 406,200 um of wire. The total track usage came out at ~30%. The floorplan core area came out at about 320,000 um2. The number of global-route vias before repair came out at 82,630. The first-pass GRT wire length is 582,000 um. The worst-case clock skew is 0.07996 ns. The chip width came out at ~570 um.

The count of fill cells added during filler insertion came out at 22,290. The worst slew margin relative to its limit came out at 14.95%. The critical path in this run is classified as in -> reg. The post-CTS setup buffer count is 0.

The count of distinct cell types in the synthesized netlist came out at 52. The total number of vias came out at 76,470. The placer congestion estimate is 0.9126. The boundary pin count came out at 51. The number of design-rule violations left by the first detailed-router iteration came out at 5,161. The total number of H-tree levels came out at 5.

Per the OpenROAD power report, leakage power amounts to 0.05696 uW. The final period utilization came out at 46.31%. STA puts the critical path data arrival time at 10.54 ns. The number of warning messages in the logs is 30. The die footprint is 319,700 um2. The number of buffers added by the clock tree synthesis step is 417. According to the hold report, the worst path is of the reg -> reg type. Relative to the synthesized area, the layout overhead comes to 13.07%. The residual overflow from global routing is 0. Warnings reported by Yosys during synthesis add up to 1. The slew at the pin closest to its max-slew limit came out at 1.266 ns. The area figure in the yosys stat output came out at around 160,000 um2. Setup repair after global routing left no endpoint under its margin.

The number of flops mapped to enable cells by yosys came out at 4,096. As reported, the later end of the worst-skew pair has a clock insertion delay of about 0.97 ns. The post-cts gate resize count is 0.

The post-synthesis sequential element count is 4,112. The cell type with the largest total area is edfxtp_1. STA classifies the critical path startpoint as an input pin. For this configuration, the core starts out at a cell density of between 50% and 60%. The mapped cell area came out at 158,700 um2.

Power comes to 17,160 uW. The final number of hold-violating endpoints is 0. For the finished layout, the period the worst path requires is 9.680 ns. The register area share after synthesis is between 70% and 80%. The number of setup violations in the final report came out at 0.

TritonCTS built the clock tree. The power density of the placed cells came out at 95.63 nW/um2. The analysis reports a worst IR drop on VDD of 82.24 uV.

The number of buffers added on ports came out at 49. Looking at the clock tree report, the maximum root-to-sink buffer count equals 4. The routed layout reports a DRC error count of 0.

The total clock sinks came out at ~4,000. The number of max-slew violations in the final report is 0.
==> kinds of logic (layout without fill, tap and decap cells) <==
group,count (synthesis),count (layout),synth area share (%)
AOI/OAI and AO/OA,786,786,3.537
and+or+nand+nor,556,556,1.574
DFF,4112,4112,77.70
muxes,1450,1450,15.50
other,0,7,0
buffers and inverters,456,1308,1.693
==> power by group <==
group          internal (uW)  switching [uW]
logic                    284             532
clock network           4170            3070
registers               9090            13.3
==> stage by stage <==
step / hold slack, ns / instances / instance area [um2] / util, % / setup WS (ns)
global route: 1.116 / 12380 / 179500 / 56.93 / 10.58
finish: 0.9912 / 12380 / 179500 / 56.93 / 11.22
detailed placement: 1.003 / 11620 / 166100 / 52.69 / 10.19
CTS: 1.009 / 12370 / 179400 / 56.93 / 11.21
global placement: 0.9741 / 11620 / 166100 / 52.69 / 10.15
floorplan: 0.8538 / 7360 / 158700 / - / 14.56
==> metal layers <==
| metal | share of wire, % | track usage [%] |
|---|---|---|
| met1 | 31 | 38.16 |
| met2 | 47 | 40.91 |
| met3 | 18 | 22.91 |
| met4 | 3.4 | 7.691 |
| met5 | 0.22 | 2.009 |
==> Yosys cell counts (11+ instances only) <==
cell type	number
a221oi_1	28
buf_8	11
o221ai_1	252
a22oi_1	43
o22ai_1	148
edfxtp_1	4096
buf_1	27
o32ai_1	20
clkbuf_1	230
nor4_1	17
o21ai_0	37
mux2_2	88
nand3_1	35
nand4_1	26
buf_4	26
nand2_1	38
a21oi_1	175
a22o_1	32
nor2_1	304
nor3_1	92
o31ai_1	16
mux2i_1	565
dfxtp_1	16
a211oi_1	18
and3_1	11
buf_6	77
buf_2	76
mux4_2	797
==> cell type report <==
| cell class | count | area [um2] | share of cell area [%] |
|---|---|---|---|
| Clock buffer | 491 | 10830 | 6.032 |
| Timing Repair Buffer | 550 | 4419 | 2.462 |
| Sequential cell | 4112 | 123300 | 68.71 |
| Antenna cell | 7 | 17.52 | 0.009761 |
| Tap cell | 4160 | 5205 | 2.900 |
| Clock inverter | 263 | 2541 | 1.416 |
| Multi-Input combinational cell | 2792 | 33110 | 18.45 |
| Inverter | 4 | 27.53 | 0.01534 |
==> worst max-delay path, cell delays in order <==
cell and delay (ns):
buf_16 0.38, buf_4 0.64, buf_4 0.62, buf_4 0.62
buf_4 0.64, buf_4 0.50, buf_4 0.61, mux4_2 0.58
o22ai_1 0.16, nor3_1 0.12, nor3_1 1.01, buf_4 0.25
nor4_1 0.05
==> flip-flops by register name, summed over array words and instances (netlist names) <==
signal / cells
mem: 4096
o_rdata: 16
==> final timing paths <==
check,from,end,slack [ns],cells after the start
worst min register to register,mem[234][8],o_rdata[8],0.99,6
worst min-delay path,mem[234][8],o_rdata[8],0.99,6
worst max register to register,mem[136][10],o_rdata[10],17.76,6
worst max-delay path,i_raddr[0],o_rdata[3],11.22,13
Power and IR drop assume default switching activity.
