===== design/flow/run.sh =====
#!/bin/bash
# OpenROAD 26Q1-2900-gdf79404cd8, Yosys 0.63+post, stock flow scripts
make -C /OpenROAD-flow-scripts/flow DESIGN_CONFIG=/design/flow/config.mk WORK_HOME=/design/flow/orfs finish

===== design/flow/config.mk =====
export PLATFORM = sky130hd
export DESIGN_NAME = timer
export DESIGN_NICKNAME = timer
export VERILOG_FILES = /design/flow/design.v
export SDC_FILE = /design/flow/constraint.sdc
export NUM_CORES = 4
export LEC_CHECK = 1
export CORE_AREA = 10 10 86 86
export DIE_AREA = 0 0 96 96

===== design/flow/design.v =====
`default_nettype none
module timer #(
    parameter WIDTH             = 28,                    
    parameter BITS              = 1                      
) (
    input                       i_clk,                   
    output           [BITS-1:0] o_data                   
);
    reg [WIDTH-1:0] counter = 0;
    always @(posedge i_clk) begin
        counter <= counter + 1'b1;
    end
    assign o_data = counter[WIDTH-1:WIDTH-BITS];
endmodule

===== design/flow/constraint.sdc =====
current_design timer

set clk_period 6.3
set clk_io_pct 0.2

create_clock -name clk0 -period $clk_period [get_ports {i_clk}]

set non_clock_inputs [all_inputs -no_clocks]
set_input_delay [expr $clk_period * $clk_io_pct] -clock clk0 $non_clock_inputs
set_output_delay [expr $clk_period * $clk_io_pct] -clock clk0 [all_outputs]

==> job_summary.md <==
## Implementation flow summary

| Metric | Value |
|---|---|
| Outcome | finished clean |
| Fin. max-slew vios | 0 |
| Vias per cell | approximately 3.7 |
| Root Buffer | clkbuf_8 |
| Largest net degree at the start of global routing | 16 |
| Final setup fails | 0 |
| Critical path class | flip-flop to output pin |
| Top sig layer | met4 |
| Setup TNS | 0 ps |
| F_max | between 400 and 500 MHz |
| Layout fillers | slightly above 600 |
| DR WL met2 | 546 um |
| Post-detail-place hpwl | between 1000 and 1500 um |
| Most flops, register | counter |
| Layout cells sized above 1 | 0.07619 |
| Startpoint Class | flip-flop |
| Synth Cell Area | around 1100 um2 |
| Peak VDD IR | 0.1342 mV |
| Clk Latency, worst-skew pair | 270 ps |
| Pwr Density | ~230 nW/um2 |
| Rows | 27 |
| Crit path DAT | around 1100 ps |
| Routed Antenna Nets | 0 |
| PortBufs | 1 |
| Largest registers | counter x28 |
| Final hold vios | 0 |
| Register area | around 560 um2 |
| Yosys stat area | around 1100 um2 |
| Logic area | roughly 500 um2 |
| Post-DP Area | approximately 1200 um2 |
| First-pass GRT wire length | 2753 um |
| Hold_ws | roughly 420 ps |
| Ports | 2 |
| Die X | around 96 um |
| Vias in the first global route | 628 |
| P_sw | between 50 and 60 uW |
| Cts hold-fix bufs | 0 |
| Maxcap violations | 0 |
| GRT Total Usage | 0.03584 |
| Initial antenna violation count | 0 |
| Max stage delay on crit path | roughly 470 ps |
| Grt ovf | 0 |
| CTS tree | done |
| Pleak | 0.0003747 uW |
| Met1 Routed Length | slightly below 900 um |
| Max reg flops | 28 |
| Max_slew headroom | 0.5990 |
| Die Y-Extent | around 96 um |
| PnR worst setup slack | between 3000 and 4000 ps |
| Worst-path clk slew | about 90 ps |
| Number of cells in Yosys stat | a little over 100 |
| H-tree lvl count | 1 |
| Sequential share of power | 0.618 |
| Core Region | ~5500 um2 |
| Yosys warns | 1 |
| CTS buffer count | 3 |
| ANT cells | 0 |
| Syn-to-layout area delta | 13.69% |
| Hold WC Path Type | flip-flop to flip-flop |
| Clk network pwr share | 0.382 |
| TritonRoute pass-1 iters | 4 |
| RSZ-0062 raised after global routing | no |
| Crit end category | output pin |
| Post-Syn Area per Cell | 10.68 um2 |
| Met3 WL | ~73 um |
| Switching part of the total | 0.1869 |
| Synth Instances | 101 |
| Worst-case clock skew | approximately 4 ps |
| Critical path's top delay family | buffers and inverters |
| Max clock buf depth | 2 |
| Register area share after synthesis | 0.5197 |
| CP Cell Sequence | clkdlybuf4s50_1 |
| Worst-path fanout max | 2 |
| Final min period | 2352 ps |
| Worst slew pin tran | ~600 ps |
| Logic pwr share | 0 |
| Via count | 659 |
| Power Internal | between 200 and 250 uW |
| Fin crit share | 0.3733 |
| DR iter-0 viols | 33 |
| Gates resized, CTS repair | 0 |
| Slowest CP cell | clkdlybuf4s50_1 |
| Setup WS pre-CTS | between 4000 and 5000 ps |
| GPL Wtd Cong | 0.7974 |
| Worst EP required | a little over 5000 ps |
| CP Buf/Inv Count | 1 |
| DRC | 0 |
| Post-CTS Setup Inserts | 0 |
| Final instance count without filler cells | about 180 |
| Die area | roughly 9200 um2 |
| Count of cell types in the netlist | 17 |
| Clock sinks | 28 |
| OpenROAD warning count | 25 |
| Seq cells post-synth | 28 |
| Core Util at FP | 0.1947 |
| Total routed wirelength | around 1500 um |
| Wire length per cell | 8.531 um |
| Placed Instances | ~170 |
| Post-route cell area | ~1200 um2 |
-- final cells by class --
type | instances | share of cell area
tap | 72 | 0.07347
sequential | 28 | 0.4571
multi-input combinational | 69 | 0.4071
timing repair buffer | 1 | 0.008163
clock buffer | 4 | 0.04490
inverter | 3 | 0.009184
-- path summary, 6_finish.rpt --
kind | cells after the start | endpoint | startpoint | slack, ps
max | 1 | o_data[0] | counter[27] | 3950
min | 1 | counter[0] | counter[0] | 420
max reg2reg | 5 | counter[18] | counter[0] | 4680
min reg2reg | 1 | counter[0] | counter[0] | 420
-- power by group through the flow --
stage / logic, uW / registers [uW] / clock network (uW)
finish: 0.000121 / 177 / 109
global route: 0.000121 / 177 / 120
CTS: 0.000121 / 177 / 113
-- cells in the mapped netlist --
cell	count	area share
dfxtp_1	28	0.52
xnor2_1	22	0.18
nand3_1	15	0.070
nand4_1	8	0.046
nand2_1	4	0.014
xor2_1	4	0.032
and3_1	3	0.017
inv_1	3	0.010
nor2_1	3	0.010
nor3_1	3	0.014
and4_1	2	0.016
buf_4	1	0.0070
ha_1	1	0.012
nand2_2	1	0.0058
nand4_2	1	0.012
nor3_4	1	0.015
nor4_4	1	0.020
-- metal layers --
| layer | global-route usage | vias up |
|---|---|---|
| met4 | 0.002457 | 0 |
| met2 | 0.04933 | 4 |
| met1 | 0.05289 | 293 |
| met3 | 0.01572 | 2 |
| li1 | - | 360 |
| met5 | 0 | - |
-- worst reg2reg max path, delay by kind of cell (launching register included) --
| kind | cells | cell delay, ps |
|---|---|---|
| flops | 1 | 380 |
| simple gates | 3 | 780 |
| xor+xnor | 1 | 140 |
| fa+ha+maj | 1 | 220 |
-- stage by stage --
step / total power (uW) / util
2_1_floorplan: 181.0 / -
3_3_place_gp: 181.0 / 0.2114
3_5_place_dp: 181.0 / 0.2114
4_1_cts: 290.1 / 0.2213
5_1_grt: 296.7 / 0.2213
6_report: 286.2 / 0.2213
-- cells in the final DEF (no fill, tap or decap) --
cell             count
and3_1               3
and4_1               2
clkbuf_8             4
clkdlybuf4s50_1      1
dfxtp_1             28
ha_1                 1
inv_1                3
nand2_1              4
nand2_2              1
nand3_1             15
nand4_1              8
nand4_2              1
nor2_1               3
nor3_1               3
nor3_4               1
nor4_4               1
xnor2_1             22
xor2_1               4
-- logic make-up (layout without fill, tap and decap cells) --
group,count (synthesis),after routing,synth area share
AND/OR/NAND/NOR,42,42,0.2401
flip-flops,28,28,0.5197
XOR/XNOR,26,26,0.2111
buffers and inverters,4,8,0.01740
adder cells (fa/ha/maj),1,1,0.01160
No activity file was given, so power comes from the tool's default toggle rates.
