==> flow/design.v <==
`default_nettype none
module clk_div (
    input                       i_clk,                   
    output reg                  o_clk,                   
    output reg                  o_stb                    
);
    parameter CLK_FREQ = 48_000_000;                     
    reg [9:0] divider = 0;                               
    always @(posedge i_clk) begin
        divider <= divider + 1'b1;
    end
    initial o_clk = 1'b0;
    always @(posedge i_clk) begin
        o_clk <= ~divider[9];                            
    end
    initial o_stb = 1'b0;
    always @(posedge i_clk) begin
        o_stb <= (divider == 0);                         
    end
endmodule
==> flow/run.sh <==
#!/bin/bash
# OpenROAD 26Q1-2900-gdf79404cd8, Yosys 0.63+post, stock flow scripts
make -C /OpenROAD-flow-scripts/flow DESIGN_CONFIG=/design/flow/config.mk WORK_HOME=/design/flow/orfs finish
==> flow/config.mk <==
export PLATFORM = sky130hd
export DESIGN_NAME = clk_div
export DESIGN_NICKNAME = clk_div
export VERILOG_FILES = /design/flow/design.v
export SDC_FILE = /design/flow/constraint.sdc
export NUM_CORES = 4
export LEC_CHECK = 1
export CORE_AREA = 10 10 70 70
export DIE_AREA = 0 0 80 80
==> flow/constraint.sdc <==
current_design clk_div

set clk_period 2.6
set clk_io_pct 0.2

create_clock -name clk0 -period $clk_period [get_ports {i_clk}]

set non_clock_inputs [all_inputs -no_clocks]
set_input_delay [expr $clk_period * $clk_io_pct] -clock clk0 $non_clock_inputs
set_output_delay [expr $clk_period * $clk_io_pct] -clock clk0 [all_outputs]
==> impl_metrics.tcl <==
# metrics dict for downstream scripts
set metrics [dict create \
    top_area_cell "dfxtp_1" \
    cts_tree "done" \
    fmax_ghz 0.6464 \
    drtIter0Drc 16 \
    drc 0 \
    numCtsBuffers 3 \
    path_cells "clkdlybuf4s50_1" \
    grt_pass1_wl_um 1214 \
    arrival_ps 1030 \
    final_common_cell "dfxtp_1" \
    status "finished clean" \
    fin_skew_ps 2.306 \
    final-max-slew-violation-count 0 \
    critPathRequiredTime_ps 2080 \
    post_cts_resized 0 \
    tns_ps 0 \
    yosysWarnings 1 \
    drv_cap 0 \
    fp_util_pct 12.93 \
    crit_family "buffers and inverters" \
    worstSkewPairLatency_ps 270 \
    synth_area_um2 441.7 \
    clock_path_buffers 2 \
    top_cells_by_area "dfxtp_1 54%, xnor2_1 9.9%, xor2_1 5.9%" \
    synthCells 42 \
    portBuffers 2 \
    cp-end-kind "output port" \
    htree_levels 1 \
    ant_nets 0 \
    most-common-layout-cells "12 x dfxtp_1, 5 x inv_1, 5 x xnor2_1" \
    gp_congestion 0.7415 \
    rsz0062_at_grt "false" \
    clk_pin_slew_ps 70 \
    grt_max_degree 8 \
    wl_per_cell_um 6.596 \
    grt_pass1_vias 280 \
    antenna_found_initial 0 \
    cts_root_buffer "clkbuf_4" \
    fp-row-count 21 \
    cts_hold_buf 0 \
    yosys_cells 42 \
    path_max_fanout 1 \
    ys_seq_share_pct 54.39 \
    p_leak_nw 0.1913 \
    io_pins 3 \
    grt-ovfl-total 0 \
    p_per_area_nw_per_um2 589.2 \
    routed_wl_um 620 \
    netlist.area_leader.share_pct 54.39 \
    dieArea_um2 6400 \
    die_w_um 80 \
    critPathBufInv 1 \
    cts_num_sinks 12 \
    diodes 0 \
    postCtsSetupBuffers 0 \
    finalSetupViolations 0 \
    dr.pass1.iters 4 \
    final_hold_viol_count 0 \
    vias 276 \
    hold_path_class "reg -> reg" \
    ys_chip_area_um2 441.7 \
    coreArea_um2 3416 \
    grt_usage_pct 2.349 \
    fin_crit_ps 1547 \
    max_stage_delay_ps 450 \
    worst_slew_pin_slew_ps 271.7 \
    ir_drop_mv 0.1752 \
    final_area_um2 555.5 \
    viasPerCell 2.936 \
    syn2layout_area_growth_pct 25.78 \
    critical_path_class "reg -> out" \
    drive_above_1_share_pct 12.50 \
    dpl_cell_area_um2 519.2 \
    yosysUniqueCellTypes 14 \
    nFillCells 393 \
    total_power_mw 0.3273 \
    start_kind "flop" \
    ys.flops 12 \
    dp_hpwl_um 455.8 \
    min_period_over_period_pct 59.50 \
    die_h_um 80 \
    openroad.warnings 26 \
    cp_slowest_cell "clkdlybuf4s50_1" \
    maxSlewHeadroom_pct 81.72 \
    syn_area_per_cell_um2 10.52 \
]
metal layers:
layer	vias to the layer above	share of wire, %	track usage [%]
li1	149	-	-
met5	-	0	0
met1	121	50	2.826
met4	0	0	0.5282
met3	0	12	1.932
met2	6	37	3.130
path summary, 6_finish.rpt:
kind	from	end	slack, ps	cells past startpoint
setup reg to reg	divider[0]$_DFF_P_	divider[8]$_DFF_P_	1480	4
setup / recovery	o_clk$_DFF_P_	o_clk	1050	1
hold reg to reg	divider[9]$_DFF_P_	o_clk$_DFF_P_	440	1
hold / removal	divider[9]$_DFF_P_	o_clk$_DFF_P_	440	1
registers in the layout, indices dropped and copies added (netlist names):
register,count
o_clk,1
divider,10
o_stb,1
synth_stat cells:
cell      n
and4_1    1
dfxtp_1  12
ha_1      2
inv_1     5
nand2_1   2
nand3_1   3
nand3_2   1
nand4_1   1
nor2_1    3
nor3_1    2
nor4_1    1
nor4_2    1
xnor2_1   5
xor2_1    3
power breakdown:
group | switching [mW] | internal [mW]
Clock | 0.0587 | 0.0851
Sequential | 0 | 0.184
Combinational | 0 | 0
Total | 0.0587 | 0.269
cell families after synthesis:
kind of cell             Yosys count  share of synthesized area, %
flip-flops                        12                         54.39
XOR/XNOR                           8                         15.86
AND/OR/NAND/NOR                   15                         19.83
buffers and inverters              5                         4.250
adder cells (fa/ha/maj)            2                         5.665
layout make-up:
type | instances | area [um2] | share of cell area [%]
Clock buffer | 4 | 36.28 | 6.532
Inverter | 5 | 18.77 | 3.378
Multi-Input combinational cell | 25 | 182.7 | 32.88
Sequential cell | 12 | 240.2 | 43.24
Tap cell | 46 | 57.56 | 10.36
Timing Repair Buffer | 2 | 20.02 | 3.604
through the flow:
step	setup slack [ps]	hold WS, ps	std cells	util, %
finish	1053	440.2	94	16.26
global route	983.2	458.0	94	16.26
CTS	1026	436.5	94	16.26
detailed placement	1330	413.2	90	15.20
global placement	1334	405.0	90	15.20
floorplan	1622	387.7	42	-
No activity file was given, so power comes from the tool's default toggle rates.
